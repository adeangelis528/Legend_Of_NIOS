**./design.v**
```verilog
module Frame_Buffer( input [9:0] Addr_X, Addr_Y,
							input clk,
							input write_en, read_en,
							input [3:0] Color_in,
							output [3:0] Color_out);
	logic [9:0][9:0][4:0] Frame_Storage;
	always_ff@(posedge clk)
	begin
		if(write_en)
			Frame_Storage[Addr_X][Addr_Y] <= Color_in;
		else
			Frame_Storage <= Frame_Storage;
	end
	always_comb
	begin
		if(read_en)
			Color_out = Frame_Storage[Addr_X][Addr_Y];
		else
			Color_out = 4'bZZZZ;
	end
endmodule
```
**./config.mk**
```make
export PLATFORM = sky130hd
export DESIGN_NAME = Frame_Buffer
export DESIGN_NICKNAME = Frame_Buffer
export VERILOG_FILES = /design/flow/design.v
export SDC_FILE = /design/flow/constraint.sdc
export NUM_CORES = 4
export LEC_CHECK = 1
export CORE_UTILIZATION = 30
```
**./run.sh**
```bash
#!/bin/bash
# OpenROAD 26Q1-2900-gdf79404cd8, Yosys 0.63+post, stock flow scripts
make -C /OpenROAD-flow-scripts/flow DESIGN_CONFIG=/design/flow/config.mk WORK_HOME=/design/flow/orfs finish
```
**./constraint.sdc**
```tcl
current_design Frame_Buffer

set clk_period 69.4
set clk_io_pct 0.2

create_clock -name clk0 -period $clk_period [get_ports {clk}]

set non_clock_inputs [all_inputs -no_clocks]
set_input_delay [expr $clk_period * $clk_io_pct] -clock clk0 $non_clock_inputs
set_output_delay [expr $clk_period * $clk_io_pct] -clock clk0 [all_outputs]
```
==> changes_impl.md <==
### Metrics

- Vias: roughly 38,000
- Main flop type: edfxtp_1
- Slowest stage cell, crit path: a2111oi_0
- RR Endpoint: Frame_Storage[258]$_DFFE_PP_
- I/O pin total: 31
- Post-Place Setup Slack: ~34 ns
- Setup tns final: 0 ns
- ANT nets after route: 0
- Gpl congestion: ~1.0
- Final hold slack: approximately 0.6 ns
- Vias/cell: between 6 and 7
- Distinct lib cells: roughly 89
- Worst EP arrival: roughly 22 ns
- Startpoint types: input port
- Post-DP HPWL: approximately 130,000 um
- Clock Skew: 0 ns
- P&R area growth vs syn: 11.1%
- PwrDens: 40.0 nW/um^2
- Status: finished clean
- Clock root cell: clkbuf_16
- Starting DRT DRC Count: 4,110
- DR pass1 iterations: 6
- Htree depth: 2
- Worst-margin pin slew: about 1.1 ns
- Rows: roughly 140
- Static Leak: ~15 nW
- Worst Hold Launch: Frame_Storage[412]$_DFFE_PP_
- Worst r2r path cells: 2
- Synth Area in Adders: under 10%
- Non-Filler Instances: ~5,700
- CP required: approximately 56 ns
- Top Family by Delay on Critical Path: adder cells
- DR DRC count: 0
- Fin area: roughly 46,000 um^2
- Mapped Area: approximately 41,000 um^2
- Wire length on met2: just over 80,000 um
- Part of the cycle the worst path needs: between 50% and 60%
- Fin. Hold Viols: 0
- Complex Gates by Area: a little under a quarter
- Hold Path Class: reg -> reg
- Min-Delay Path Depth: 2
- Top routing layer in use: met5
- Chip area: 140,000 um^2
- First-pass GRT wire length: 275,000 um
- Basic Gates by Area: between 8 and 9%
- Hold buffers post-CTS: 0
- Total gr overflow: 0
- Peak VDD IR: ~0.045 mV
- Final tally of max-slew violations: 0
- CP max FO: 16
- Die W: between 300 and 400 um
- Met3 wire len: around 31,000 um
- Largest regs: Frame_Storage x500
- Chip Area, Yosys: slightly above 40,000 um^2
- PortBufs: 29
- Reg-to-reg slack, setup: 68.19 ns
- Post-DP Area: 44,100 um^2
- Time the worst path needs with I/O delays and setup: 35.71 ns
- Setup Buffers After CTS: 0
- Post-synthesis area per instance: approximately 10 um^2
- Cells after Synth: 3,995
- Worst Setup Path Type: in -> out
- CTS Buf Count: between 60 and 70
- Largest register FFs: approximately 500
- Seq/Total Area, Yosys: 36.2%
- Final worst slack: between 30 and 40 ns
- CTS clk-pin slew, worst paths: roughly 0.060 ns
- Synth logic family: multiplexers
- Worst hold endpoint: Frame_Storage[412]$_DFFE_PP_
- Late-Pin Clk Latency: approximately 0.69 ns
- Mux area share: between 20% and 30%
- Slowest cell delay on critical path: roughly 0.6 ns
- Number of max-cap violations: 0
- Share of cells above drive strength 1: between 15 and 20%
- Yosys warning count: 4
- R2R Path Start: Frame_Storage[258]$_DFFE_PP_
- Core area: between 100,000 and 150,000 um^2
- CTS tree: built
- Top reg by flops: Frame_Storage
- Log Warnings: 33
- Routed wire length: 194,000 um
- Largest net degree at the start of global routing: approximately 110
- Filler cells: around 14,000
- M1 WL: 69,200 um
- Core Util at FP: between 30% and 40%
- Post-cts gate resize count: 0
- Routed WL per cell: about 34 um
- CP Capture Type: output port
- Worst Path Buf+Inv: 9
- RSZ-0062 raised after global routing: false
- Synthesized flop and latch total: roughly 500
- Ys async rst share: 0%
- CTS Buffer Depth: 3
- Die Y: between 300 and 400 um
- Slew HR: about a quarter
- Final Setup Violations: 0
- # Cells Yosys: about 4,000
- XOR-XNOR Cells, Area Fraction: less than 1%
- Fmax: approximately 0.028 GHz
- Vias in the first global route: 37,100
- Number of enable flip-flop cells: ~500
- Num Clock Sinks: 500
- Placed insts: ~5,600
- Initial antenna violation count: 20
- Global-route total usage across every layer: 28.7%
-- layout make-up --
| type | instances | area, um^2 | area share (%) |
|---|---|---|---|
| Timing Repair Buffer | 204 | 1680 | 3.64 |
| Clock inverter | 42 | 440 | 0.955 |
| Sequential cell | 500 | 15000 | 32.6 |
| Clock buffer | 69 | 1560 | 3.38 |
| Inverter | 54 | 215 | 0.467 |
| Multi-Input combinational cell | 3074 | 24900 | 54.1 |
| Tap cell | 1794 | 2240 | 4.87 |
| Antenna cell | 6 | 15.0 | 0.0326 |
-- layout by cell type, fill, tap and decap left out, types with 36 or more instances in the layout --
| cell type | n |
|---|---|
| edfxtp_1 | 500 |
| nor3_1 | 51 |
| o21ai_1 | 191 |
| mux4_2 | 298 |
| inv_1 | 51 |
| o21ai_0 | 526 |
| nor2b_1 | 46 |
| nand3_1 | 49 |
| a211oi_1 | 75 |
| buf_4 | 170 |
| ha_1 | 56 |
| a21oi_1 | 149 |
| mux2i_1 | 304 |
| mux2_2 | 57 |
| o22ai_1 | 36 |
| clkbuf_16 | 61 |
| o31ai_1 | 351 |
| nand2_1 | 352 |
| nor2_1 | 161 |
-- worst min-delay path, stage by stage, from the launching register on --
cell	delay (ns)
edfxtp_1	0.36
o31ai_1	0.07
o21ai_1	0.07
-- through the flow --
stage	util, %	power (mW)
final	33.6	1.84
after global routing	33.6	1.88
after CTS	33.6	1.79
after detailed placement	32.1	1.46
after global placement	32.1	1.46
after floorplan	-	0.921
-- worst max-delay path by stage --
stage                     start            to  slack (ns)  cells after the start
after CTS             Addr_X[3]  Color_out[1]       33.81                     27
final                 Addr_X[3]  Color_out[1]       33.69                     27
after global routing  Addr_X[3]  Color_out[1]       33.35                     27
-- layer usage --
metal,up-vias,GRT usage (%)
li1,15900,-
met5,-,1.13
met4,25,15.1
met3,598,17.4
met1,18600,35.6
met2,2611,39.2
-- cell families after synthesis --
| family | Yosys count |
|---|---|
| buf+inv | 421 |
| mux | 659 |
| fa+ha+maj | 72 |
| simple gates | 770 |
| compound gates | 1543 |
| flops | 500 |
| xor+xnor | 30 |
-- where the power goes --
group	switching, mW	internal [mW]	total (mW)
Clock	0.144	0.187	0.331
Sequential	0.0224	0.355	0.377
Combinational	0.837	0.299	1.14
-- synth_stat cells, types with 14 or more instances --
cell	number	area [um^2]
nand4_1	17	106
a211oi_1	76	571
clkbuf_1	200	751
o31ai_1	351	2640
nor2_1	167	627
a22oi_1	15	113
o211ai_1	16	120
mux2_2	57	642
nor3_1	55	275
buf_2	112	561
o21ai_1	190	951
nand3_1	49	245
xnor2_1	19	166
edfxtp_1	500	15000
nand2_1	356	1340
inv_1	53	199
o21ai_0	528	2640
a21oi_1	153	766
ha_1	58	726
buf_1	48	180
mux2i_1	304	3040
nor2b_1	46	288
a2111oi_0	17	149
a31oi_1	35	219
o22ai_1	36	225
mux4_2	298	6710
fa_1	14	280
Power is estimated from default activity; no workload was simulated.
