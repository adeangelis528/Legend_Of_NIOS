<file path="/design/flow/design.v">
module TextDisplay(input logic[9:0] DrawX, DrawY,
						 input logic[3:0] score1, score2,
						 input logic[1:0] health,
						 output logic is_drawn,
						 output logic[10:0] addr,
						 output logic[2:0] offset);
logic heart1, heart2, heart3;
	always_comb begin
		heart1 = 0;
		heart2 = 0;
		heart3 = 0;
		if(health >= 3) begin
			heart3 = 1;
		end
		if(health >= 2) begin
			heart2 = 1;
		end
		if(health >= 1) begin
			heart1 = 1;
		end
		if(DrawY >= 8 && DrawY < 24)begin
			if(DrawX < 8) begin
				if(heart1) begin
					addr = DrawY - 8 + 16*'h03;
					offset = 7-DrawX%8;
					is_drawn = 1;
				end
				else begin
					addr = DrawY - 8 + 16*'h00;
					offset = 7-DrawX%8;
					is_drawn = 1;
				end
			end
			else if(DrawX < 16) begin
				if(heart2) begin
					addr = DrawY - 8 + 16*'h03;
					offset = 7-DrawX%8;
					is_drawn = 1;
				end
				else begin
					addr = DrawY - 8 + 16*'h00;
					offset = 7-DrawX%8;
					is_drawn = 1;
				end
			end
			else if(DrawX < 24) begin
				if(heart3) begin
					addr = DrawY - 8 + 16*'h03;
					offset = 7-DrawX%8;
					is_drawn = 1;
				end
				else begin
					addr = DrawY - 8 + 16*'h00;
					offset = 7-DrawX%8;
					is_drawn = 1;
				end
			end
			else if(DrawX < 32) begin
				addr = DrawY - 8 + 16*'h00;
				offset = 7-DrawX%8;
				is_drawn = 1;
			end
			else if(DrawX < 40) begin
				addr = DrawY - 8 + 16*'h04;
				offset = 7-DrawX%8;
				is_drawn = 1;
			end
			else if(DrawX < 48) begin
				addr = DrawY - 8 + 16*'h78;
				offset = 7-DrawX%8;
				is_drawn = 1;
			end
			else if(DrawX < 56) begin
				addr = DrawY - 8 + 16*('h30 + score2);
				offset = 7-DrawX%8;
				is_drawn = 1;
			end
			else if(DrawX < 64) begin
				addr = DrawY - 8 + 16*('h30 + score1);
				offset = 7-DrawX%8;
				is_drawn = 1;
			end
			else begin
				addr = 0;
				offset = 0;
				is_drawn = 0;
			end
		end
		else begin
				addr = 0;
				offset = 0;
				is_drawn = 0;
		end
	end
endmodule
</file>
<file path="/design/flow/run.sh">
#!/bin/bash
# OpenROAD 26Q1-2900-gdf79404cd8, Yosys 0.63+post, stock flow scripts
make -C /OpenROAD-flow-scripts/flow DESIGN_CONFIG=/design/flow/config.mk WORK_HOME=/design/flow/orfs finish
</file>
<file path="/design/flow/config.mk">
export PLATFORM = sky130hd
export DESIGN_NAME = TextDisplay
export DESIGN_NICKNAME = TextDisplay
export VERILOG_FILES = /design/flow/design.v
export SDC_FILE = /design/flow/constraint.sdc
export NUM_CORES = 4
export LEC_CHECK = 1
export CORE_AREA = 10 10 82 82
export DIE_AREA = 0 0 92 92
</file>
<file path="/design/flow/constraint.sdc">
current_design TextDisplay

set clk_period 4.6
set clk_io_pct 0.2

create_clock -name clk0 -period $clk_period

set non_clock_inputs [all_inputs -no_clocks]
set_input_delay [expr $clk_period * $clk_io_pct] -clock clk0 $non_clock_inputs
set_output_delay [expr $clk_period * $clk_io_pct] -clock clk0 [all_outputs]
</file>
==> out/writeup.txt <==
The flow ran to the end, and the final reports show no timing, DRC or antenna violations. Setup total negative slack on the finished layout was measured at 0 ns. After synthesis, the cell types taking the most area are ha_1 (11%), xnor2_1 (7.4%), nor2_1 (5.0%).

The run gives 0.000107 W as the power spent charging and discharging nets. Per the final timing report, the hold violations number 0. The number of buffers and inverters on the critical path was 4; the starting density of the core was 28.0%. Worst min-delay path class: in2out. The worst setup slack after layout came out at 0.140 ns. From bottom edge to top edge, the die measures 92 um. Compared with the post-synthesis result, the final layout area differs by 73.0%. The wire length of the first global-routing pass was 8.42 mm.

In this run, flip-flops and latches consume 0% of the power. The detail-routed via count per cell works out to 5.10. For the finished layout, the period the worst path requires is 4.46 ns. The chip occupies 8460 um2. STA classifies the critical path endpoint as an output port.

With the total number of vias at 1857, the maximum fanout along the worst path is 5. The core footprint is 5070 um2, and the power density over the cells is 98.0 nW/um2. The run gives 26 as the row count.

The internal power of the cells totals 0.000134 W. STA classifies the critical path startpoint as an input pin. The routed wire length per instance is 13.9 um, and the clock network power share is 0%.

Averaged over all synthesized cells, the footprint is 7.07 um2. The switching portion of total power was 44.2%; the cell count listed in synth_stat.txt was 201. The tools report the critical path required time as 3.68 ns. For this run, design rule violations remaining after detail routing come to 0. The stage logs contain a warning count of 34. Among all stages on the critical path, the largest delay is contributed by or3b_4. For the number of instances in the synthesized netlist, the log shows 201. The instance count along the most critical hold path is 6, and the maximum clock rate is 0.224 GHz. For the pin with the worst max-slew slack, the measured transition is 0.604 ns. The share of post-route cells with drive strength above 1 came out at 32.0%.

The tools report the critical path capture point as addr[9]. The cell sequence reported for the critical path is clkbuf_2, inv_2, ha_4, or3b_4, xnor2_4, ha_1, a2111oi_2, buf_4, mux2i_1, o311ai_2, a2111oi_2, buf_2. The logs give 0 for the tally of max-capacitance violations and 0.000241 W for the total power of the final layout. In the final report, the number of pins over their slew limit comes to 0. The top cell types in the final layout, fill and taps aside, are buf_4 (56), clkdlybuf4s50_1 (36), nor2_1 (19). Measured along the x axis, the die boundary spans 92 um.

The run gives 0 as the count of endpoints failing setup in the final report. Timing analysis after detailed placement gives a worst setup slack of -0.898 ns. Buffers placed on the I/O ports in this run total 45. The delay of the slowest cell on the worst path is 0.43 ns, and the final RePlAce weighted congestion is 0.981.

At the end of the flow the core is filled with cells to 48.4%. In the finished design the tool counted flip-flops and latches totalling 0. For the post-synthesis instance area, the log shows 1420 um2. Per the slew report, the remaining headroom to the max-slew limit stands at 59.3%. Post-route period utilization is reported as 97.0%. In the Yosys stats the netlist draws on 65 distinct library cells. The run gives 11.6% as the total global routing track utilization. The arrival time reported for the critical path endpoint was 3.54 ns; the final antenna diode count was 0. Once placement completed, the tool counted placed cells totaling 359. The number of antenna violations at the first check in global routing came out at 0. Category of the most critical setup path: in2out. The leading cell type in the layout, fill and taps excluded was buf_4.

The first routing iteration left 65 violations. The number of warnings printed during yosys synthesis came out at 1. Entering global routing, the biggest net connects 15 pins. The total routed wirelength came out at 5.05 mm. Yosys reports a chip area of 1420 um2.

Global routing finished with a remaining overflow of 0. With the standby leakage power at 1.04 nW, the via count of the first global-routing pass is 1752. Cell taking the most area after synthesis: ha_1. Looking at the power breakdown, combinational cells take 100.0% of the total. The wire-length estimate of the detail-placed layout is 4.27 mm.

The tools report the total iterations of the first detailed-routing run as 4. The tools report the area of all sequential standard cells as 0 um2. In the final layout, the fill cell count is 507. For the non-filler instance count after layout, the log shows 364. Tracing the worst setup path back leads to its startpoint at DrawY[4].

The worst vdd rail ir drop came out at 33.3 uV. Cell seen most often among critical-path stages: a2111oi_2. The run gives 45 for the I/O pin count.

The critical path depth came out at 12. Grouping stages by cell kind, the critical path spends the most delay in AND-OR/OR-AND gates. Of the post-synthesis cell area, the dominant cell type holds 11.5%. The run gives 0% for the portion of the post-synthesis area used by sequential elements.

Total of clock buffers placed in the layout: 0. The run gives 0 for the number of nets with antenna violations after detailed routing.
-- synthesized netlist by cell type (4+ instances only) --
cell and number:
clkbuf_1 6, a21oi_1 12, inv_1 17, a31oi_1 4
xnor2_1 12, a21o_1 5, o21ai_0 12, and3_1 4
mux2i_1 6, nor2_1 19, ha_1 13, nand3_1 5
nand2_1 11
-- worst min path at each step --
stage | end | startpoint | slack, ns
CTS | addr[9] | DrawY[4] | 2.58
global route | addr[9] | DrawY[5] | 2.46
finish | addr[9] | DrawY[5] | 2.41
-- metrics by stage --
stage               area, um2  hold slack [ns]
floorplan                1420             1.85
global placement         2310             2.73
detailed placement       2310             2.73
CTS                      2380             2.58
global route             2460             2.46
finish                   2460             2.41
-- layout make-up --
class / instances / area (um2) / share of cell area [%]
well taps: 70 / 87.6 / 3.56
repair buffers: 104 / 875 / 35.6
multi-input cells: 173 / 1430 / 58.2
inverters: 17 / 63.8 / 2.60
-- layer usage --
metal	up-vias	wire length, um	part of all wire (%)	global-route usage [%]
met5	-	0	0	0
met4	0	39	0.77	0.129
met3	4	310	6.1	1.98
met2	66	2240	44	18.8
met1	840	2450	49	16.7
li1	947	-	-	-
-- power groups by stage --
stage                 logic [W]  registers [W]  clock network, W
final                  0.000241              0                 0
after global routing   0.000266              0                 0
after CTS              0.000230              0                 0
-- repair_timing --
| action | CTS | global route |
|---|---|---|
| hold buffers | 0 | 0 |
| pin swaps | 12 | 12 |
| setup endpoints to repair | 6 | 5 |
| resized | 30 | 16 |
| buffers inserted | 1 | 4 |
-- kinds of logic after synthesis --
family          count (synthesis)  synth area share, %
simple gates                   73                 30.7
compound gates                 61                 30.0
buf+inv                        28                 8.46
fa+ha+maj                      16                 15.0
xor+xnor                       15                 9.25
mux                             8                 6.61
Power and IR drop assume default switching activity.
