File: flow/run.sh
#!/bin/bash
# OpenROAD 26Q1-2900-gdf79404cd8, Yosys 0.63+post, stock flow scripts
make -C /OpenROAD-flow-scripts/flow DESIGN_CONFIG=/design/flow/config.mk WORK_HOME=/design/flow/orfs finish
File: flow/config.mk
export PLATFORM = sky130hd
export DESIGN_NAME = GameState
export DESIGN_NICKNAME = GameState
export VERILOG_FILES = /design/flow/design.v
export SDC_FILE = /design/flow/constraint.sdc
export NUM_CORES = 4
export LEC_CHECK = 1
export CORE_UTILIZATION = 30
File: flow/constraint.sdc
current_design GameState

set clk_period 9.1
set clk_io_pct 0.2

create_clock -name clk0 -period $clk_period [get_ports {Frame_clk}]

set non_clock_inputs [all_inputs -no_clocks]
set_input_delay [expr $clk_period * $clk_io_pct] -clock clk0 $non_clock_inputs
set_output_delay [expr $clk_period * $clk_io_pct] -clock clk0 [all_outputs]
File: flow/design.v
module GameState (input logic Clk, Frame_clk, Reset, Player_Attack,
						input logic [9:0] Player_X, Player_Y, Enemy1_X, Enemy1_Y, Enemy2_X, Enemy2_Y,
												Enemy3_X, Enemy3_Y, Enemy4_X, Enemy4_Y, Enemy5_X, Enemy5_Y,
						output logic Damage_E1, Damage_E2, Damage_E3, Damage_E4, Damage_E5,
						output logic [3:0] score1, score2,
						output logic [1:0] health,
						output logic game_over);
logic[6:0] counter;
logic[3:0] curr_score1, curr_score2, next_score1, next_score2;
logic[1:0] next_health;
logic next_damage;
logic damage;
initial begin
	health = 3;
	score1 = 0;
	score2 = 0;
	game_over = 0;
	damage = 0;
end
always_ff @ (posedge Frame_clk) begin
	Damage_E1 <= 0;
	Damage_E2 <= 0;
	Damage_E3 <= 0;
	Damage_E4 <= 0;
	Damage_E5 <= 0;
	health <= health;
	score1 <= next_score1;
	score2 <= next_score2;
	damage <= damage;
	game_over <= 0;
	if(counter < 125)
		counter <= counter + 1;
	else
		counter <= counter;
	if(Reset || health == 0) begin
		score1 <= 0;
		score2 <= 0;
		health <= 3;
		game_over <= 1;
	end
	else if(Player_Attack && ((Player_X - Enemy1_X < 64 || Player_X - Enemy1_X > -64) 
				&& (Player_Y - Enemy1_Y < 64 || Player_Y - Enemy1_Y > -64))) begin
		Damage_E1 <= 1;
	end
	else if(Player_Attack && ((Player_X - Enemy2_X < 64 || Player_X - Enemy2_X > -64) 
				&& (Player_Y - Enemy2_Y < 64 || Player_Y - Enemy2_Y > -64))) begin
		Damage_E2 <= 1;
	end
	else if(Player_Attack && ((Player_X - Enemy3_X < 64 || Player_X - Enemy3_X > -64) 
				&& (Player_Y - Enemy3_Y < 64 || Player_Y - Enemy3_Y > -64))) begin
		Damage_E3 <= 1;
	end
	else if(Player_Attack && ((Player_X - Enemy4_X < 64 || Player_X - Enemy4_X > -64) 
				&& (Player_Y - Enemy4_Y < 64 || Player_Y - Enemy4_Y > -64))) begin
		Damage_E4 <= 1;
	end
	else if(Player_Attack && ((Player_X - Enemy5_X < 64 || Player_X - Enemy5_X > -64) 
				&& (Player_Y - Enemy5_Y < 64 || Player_Y - Enemy5_Y > -64))) begin
		Damage_E5 <= 1;
	end
	else if((Player_X - Enemy1_X < 32 || Player_X - Enemy1_X > -32) && (Player_Y - Enemy1_Y < 32 || Player_Y - Enemy1_Y > -32)) begin
		if(counter >= 90) begin
			health <= health - 1;
			counter <= 0;
		end
	end
	else if((Player_X - Enemy2_X < 32 || Player_X - Enemy2_X > -32) && (Player_Y - Enemy2_Y < 32 || Player_Y - Enemy2_Y > -32)) begin
		if(counter >= 90) begin
			health <= health - 1;
			counter <= 0;
		end
	end
	else if((Player_X - Enemy3_X < 32 || Player_X - Enemy3_X > -32) && (Player_Y - Enemy3_Y < 32 || Player_Y - Enemy3_Y > -32)) begin
		if(counter >= 90) begin
			health <= health - 1;
			counter <= 0;
		end
	end
	else if((Player_X - Enemy4_X < 32 || Player_X - Enemy4_X > -32) && (Player_Y - Enemy4_Y < 32 || Player_Y - Enemy4_Y > -32)) begin
		if(counter >= 90) begin
			health <= health - 1;
			counter <= 0;
		end
	end
	else if((Player_X - Enemy5_X < 32 || Player_X - Enemy5_X > -32) && (Player_Y - Enemy5_Y < 32 || Player_Y - Enemy5_Y > -32)) begin
		if(counter >= 90) begin
			health <= health - 1;
			counter <= 0;
		end
	end
	else begin
	end
end
always_comb begin
	next_score1 = score1;
	next_score2 = score2;
	next_health = health;
	if(Damage_E1 || Damage_E2 || Damage_E3 || Damage_E4 || Damage_E5) begin
		next_score1 = score1 + 1;
		if(score1 == 9) begin
			next_score2 = score2 + 1;
			next_score1 = 0;
			if(score2 == 9) begin
				next_score2 = 0;
			end
		end
	end
end
endmodule
==> GITHUB_STEP_SUMMARY <==
### Flow metrics

| Metric | Value |
|---|---|
| CP max FO | 9 |
| Int Pwr | 0.438 mW |
| Chip Height | 155 um |
| Ant. Diodes | 0 |
| Crit-path max cell delay | 0.86 ns |
| WL/cell | 13.8 um |
| H-tree depth | 1 |
| Max Fclk | 175 MHz |
| Slew Viols, Final | 0 |
| CP arrival | 5.83 ns |
| Buf+Inv Stages, Crit Path | 2 |
| Dominant logic cell type in the layout | clkdlybuf4s50_1 |
| Vias/cell | 5.17 |
| Drt pass-1 iters | 5 |
| NetSw | 0.350 mW |
| Die ar. | 24100 um^2 |
| Sw Share | 44.4% |
| GRT overflow | 0 |
| Pleak | 3.84 nW |
| Worst setup EP type | flop |
| Unrepaired setup endpoints after global routing | false |
| CTS resizes | 0 |
| Placer's final routability congestion estimate | 0.905 |
| Final-report hold violation count | 0 |
| R2R setup slack | 7.07 ns |
| Number of enable flip-flop cells | 0 |
| Port-buffer cells | 138 |
| Multiplexer share | 1.47% |
| Slew @ Worst Pin | 0.656 ns |
| # hold bufs at CTS | 0 |
| Crit path cell chain | clkdlybuf4s50_1, inv_1, fa_1, nand2b_1, a211oi_2, or3_1, o311ai_1, or4_4, o22ai_1, a222oi_1, nand3_2, nor3b_4, nor2_1 |
| Clock power frac | 12.0% |
| Synth flops | 23 |
| GRT Total Usage | 16.5% |
| Via count | 7401 |
| Register area share after synthesis | 6.53% |
| Fp util | 30.9% |
| Total tool warning count | 27 |
| Initial antenna violation count | 0 |
| Async S/R FF share, synth | 0% |
| CTS tree | done |
| CTS sink cnt | 23 |
| Peak supply drop | 0.0000898 V |
| Yosys warning total | 1 |
| Synth Flop Type | dfxtp_1 |
| Fin crit period | 5.70 ns |
| Initial drt markers | 471 |
| First-pass GRT wire length | 32.1 mm |
| Mapped cell area | 7050 um^2 |
| Antenna Nets Post-Route | 0 |
| Pwr dens | 89.2 nW/um^2 |
| Post-Route WL | 19.8 mm |
| Vias in the first global route | 6673 |
| Setup-failing EPs final | 0 |
| Cells after Synth | 992 |
| Skew final | 0.00349 ns |
| # placed instances | 1427 |
| Synth-to-layout area growth | 25.2% |
| Clock Pin Slew Worst Setup and Hold Paths | 0.06 ns |
| Register share of total power | 17.6% |
| Setup CP Type | input port to flop |
| Yosys cell count | 992 |
| Final period util | 62.7% |
| Main logic family | AND-OR/OR-AND gates |
| # fillers | 2417 |
| Clock buffer depth | 2 |
| Largest delay share family, worst path | simple AND/OR/NAND/NOR gates |
| Setup TNS | 0 ns |
| DIE WIDTH | 155 um |
| Share of layout cells above drive strength 1 | 2.95% |
| IO Count | 140 |
| CP max stage cell | clkdlybuf4s50_1 |
| Syn Area/Cell | 7.11 um^2 |
| Num rows | 55 |
| Yosys simple share | 26.3% |
| Post CTS Setup Buffer Count | 0 |
| Yosys stat area | 7050 um^2 |
| Largest net degree at the start of global routing | 15 |
| Status | completed |
| AO/OA Area Share | 30.5% |
| Combinational share of power | 70.4% |
| Max cap viols | 0 |
| Synth Area in Adders | 21.1% |
| Synth cell types | 89 |
| Top logic cells by instance count in the layout | clkdlybuf4s50_1 (138), inv_1 (129), ha_1 (103), nor2_1 (87), a21oi_1 (74) |
| DR DRC count | 0 |
| Clock Latency Late Sink | 0.25 ns |
| Xor/xnor share | 6.08% |
| Top cells, area | ha_1 (18%), inv_1 (6.9%), dfxtp_1 (6.5%), a21oi_1 (5.3%), nor2_1 (4.6%) |
| Synth area leader | ha_1 |
| Final Non-Filler Cells | 1431 |
| Core area | 22800 um^2 |
| CTS root buf | clkbuf_16 |
| Worst hold path type | flop to flop |
| Slew margin rel. | 55.7% |
| Hpwl dp | 16.3 mm |
| Required time at the worst-slack endpoint | 9.23 ns |
| Worst Setup Start Kind | input port |
| Max-area cell share | 18.3% |
| CTS buffer count | 3 |
-- kinds of logic (layout without fill, tap and decap cells) --
group / Yosys count / in the layout
AND-OR/OR-AND: 314 / 314
XOR/XNOR: 49 / 49
adder cells (fa/ha/maj): 113 / 113
buffers and inverters: 146 / 272
flip-flops: 23 / 23
multiplexers: 10 / 10
AND/OR/NAND/NOR: 337 / 337
-- state kept, by name, summed over array words and instances (netlist names) --
signal	flops
score1	4
Damage_E3	1
score2	4
counter	7
Damage_E2	1
Damage_E4	1
Damage_E5	1
game_over	1
Damage_E1	1
health	2
-- cell usage after synthesis (all sizes together), types with 23 or more instances --
library cell,n
inv,130
ha,103
nor2,87
a21oi,74
o21ai,58
nand2,52
xnor2,27
nor2b,25
nor3,25
nand3,24
a211oi,23
dfxtp,23
-- final timing paths --
| path | start | end | cells after the start |
|---|---|---|---|
| max | Player_Y[1] | counter[1] | 13 |
| min | score2[3] | score2[3] | 2 |
| max reg2reg | counter[0] | health[1] | 9 |
| min reg2reg | score2[3] | score2[3] | 2 |
-- through the flow --
stage          instance area [um^2]  worst slack (ns)  total power [mW]  hold slack (ns)  util [%]
5_1_grt                        8830              3.17             0.871            0.528      38.7
2_1_floorplan                  7050              4.48             0.543            0.459         -
6_report                       8830              3.40             0.788            0.500      38.7
3_3_place_gp                   8750              3.18             0.687            0.497      38.3
4_1_cts                        8830              3.44             0.789            0.504      38.7
3_5_place_dp                   8750              3.18             0.690            0.498      38.3
-- power groups by stage --
stage	registers (mW)	clock network (mW)	logic, mW
4_1_cts	0.138	0.0976	0.553
5_1_grt	0.143	0.104	0.624
6_report	0.139	0.0947	0.555
-- worst reg2reg max path: stages, from the launching register on --
cell and delay [ns]:
dfxtp_1 0.47, inv_1 0.08, ha_1 0.20, o311a_1 0.29, o21ai_0 0.24, inv_1 0.07, o31ai_1 0.07, and4bb_4 0.27
and3_1 0.18, o21ai_1 0.11
-- metal layers --
metal | GRT usage, % | share of wire, %
met1 | 25.3 | 51
met2 | 26.3 | 43
met3 | 1.30 | 4.7
met4 | 1.17 | 0.70
met5 | 0 | 0
-- cell type report --
class                   count  area [um^2]  share of cell area (%)
well taps                 313          392                    4.43
clock inverters             1         7.51                  0.0850
repair buffers            138         1380                    15.6
inverters                 130          488                    5.52
multi-input cells         823         6030                    68.3
flip-flops and latches     23          460                    5.21
clock buffers               3         75.1                   0.850
Power is estimated from default activity; no workload was simulated.
